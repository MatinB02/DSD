--- ./design.v ---
`timescale 1ns/1ps
module sram_controller
#(
    parameter integer FREQ_MHZ   = 100,
    parameter integer tREAD_NS   = 10,
    parameter integer tWRITE_NS  = 8
)
(
    input  wire         clk,           
    input  wire         rst,           
    input  wire         memRead,       
    input  wire         memWrite,      
    input  wire [8:0]   addrTarget,    
    input  wire [31:0]  dataIn,        
    output reg  [31:0]  dataOut,       
    output reg          ready,         
    output reg  [8:0]   addr,          
    inout  wire [15:0]  data,          
    output wire         CE,            
    output wire         OE,            
    output reg          WE,            
    output wire         UB,            
    output wire         LB             
);
    function integer ns_to_cycles(input integer ns);
        integer tmp;
    begin
        tmp = (ns * FREQ_MHZ + 999) / 1000;  
        if (tmp < 1) tmp = 1;
        ns_to_cycles = tmp + 1;  
    end
    endfunction
    localparam integer READ_WAIT_CYC  = ns_to_cycles(tREAD_NS);
    localparam integer WRITE_WAIT_CYC = ns_to_cycles(tWRITE_NS);
    localparam integer MAX_WAIT = (READ_WAIT_CYC > WRITE_WAIT_CYC) ? READ_WAIT_CYC : WRITE_WAIT_CYC;
    localparam integer WAIT_W   = $clog2(MAX_WAIT + 1);  
    assign CE = 1'b0;  
    assign OE = 1'b0;  
    assign UB = 1'b0;  
    assign LB = 1'b0;  
    reg  [15:0] data_out16;  
    wire [15:0] data_in16;   
    reg         drive_bus;   
    assign data      = drive_bus ? data_out16 : 16'hzzzz;  
    assign data_in16 = data;  
    localparam [3:0]
        S_IDLE        = 4'd0,   
        S_W_LO_SETUP  = 4'd1,   
        S_W_LO_WAIT   = 4'd2,   
        S_W_HI_SETUP  = 4'd3,   
        S_W_HI_WAIT   = 4'd4,   
        S_W_DONE      = 4'd5,   
        S_R_LO_SETUP  = 4'd6,   
        S_R_LO_WAIT   = 4'd7,   
        S_R_LO_SAMPLE = 4'd8,   
        S_R_HI_SETUP  = 4'd9,   
        S_R_HI_WAIT   = 4'd10,  
        S_R_HI_SAMPLE = 4'd11,  
        S_R_DONE      = 4'd12;  
    reg [3:0]  state, next_state;      
    reg [WAIT_W-1:0] wait_cnt;         
    reg [15:0] read_lo, read_hi;       
    always @(posedge clk or posedge rst) begin
        if (rst) begin
            state     <= S_IDLE;       
            wait_cnt  <= {WAIT_W{1'b0}};  
        end else begin
            state     <= next_state;   
        end
    end
    wire wait_done = (wait_cnt == 0);  
    always @(posedge clk or posedge rst) begin
        if (rst) begin
            wait_cnt <= 0;  
        end else begin
            case (state)
                S_W_LO_WAIT, S_W_HI_WAIT, S_R_LO_WAIT, S_R_HI_WAIT:
                    wait_cnt <= wait_done ? 0 : wait_cnt - 1;  
                default: begin
                    if (next_state == S_W_LO_WAIT) wait_cnt <= WRITE_WAIT_CYC - 1;
                    else if (next_state == S_W_HI_WAIT) wait_cnt <= WRITE_WAIT_CYC - 1;
                    else if (next_state == S_R_LO_WAIT) wait_cnt <= READ_WAIT_CYC - 1;
                    else if (next_state == S_R_HI_WAIT) wait_cnt <= READ_WAIT_CYC - 1;
                    else wait_cnt <= 0;
                end
            endcase
        end
    end
    always @(posedge clk or posedge rst) begin
        if (rst) begin
            ready      <= 1'b1;        
            addr       <= 9'd0;        
            WE         <= 1'b1;        
            drive_bus  <= 1'b0;        
            data_out16 <= 16'h0000;    
            dataOut    <= 32'h0000_0000;  
            read_lo    <= 16'h0000;    
            read_hi    <= 16'h0000;
        end else begin
            case (next_state)
                S_IDLE: begin
                    ready      <= 1'b1;    
                    WE         <= 1'b1;    
                    drive_bus  <= 1'b0;    
                end
                S_W_LO_SETUP: begin
                    ready      <= 1'b0;    
                    addr       <= addrTarget;  
                    data_out16 <= dataIn[15:0];  
                    WE         <= 1'b0;    
                    drive_bus  <= 1'b1;    
                end
                S_W_LO_WAIT: begin
                end
                S_W_HI_SETUP: begin
                    addr       <= addrTarget + 1'b1;  
                    data_out16 <= dataIn[31:16];  
                    WE         <= 1'b0;
                    drive_bus  <= 1'b1;
                end
                S_W_HI_WAIT: begin
                end
                S_W_DONE: begin
                    WE         <= 1'b1;    
                    drive_bus  <= 1'b0;    
                    ready      <= 1'b1;    
                end
                S_R_LO_SETUP: begin
                    ready      <= 1'b0;    
                    addr       <= addrTarget;  
                    WE         <= 1'b1;    
                    drive_bus  <= 1'b0;    
                end
                S_R_LO_WAIT: begin
                end
                S_R_LO_SAMPLE: begin
                    read_lo <= data_in16;  
                end
                S_R_HI_SETUP: begin
                    addr       <= addrTarget + 1'b1;  
                    WE         <= 1'b1;
                    drive_bus  <= 1'b0;
                end
                S_R_HI_WAIT: begin
                end
                S_R_HI_SAMPLE: begin
                    read_hi <= data_in16;  
                end
                S_R_DONE: begin
                    dataOut <= {read_hi, read_lo};  
                    ready   <= 1'b1;   
                end
                default: ;
            endcase
        end
    end
    always @* begin
        next_state = state;
        case (state)
            S_IDLE: begin
                if (memWrite)       next_state = S_W_LO_SETUP;
                else if (memRead)   next_state = S_R_LO_SETUP;
                else                next_state = S_IDLE;
            end
            S_W_LO_SETUP:  next_state = S_W_LO_WAIT;
            S_W_LO_WAIT:   next_state = wait_done ? S_W_HI_SETUP : S_W_LO_WAIT;
            S_W_HI_SETUP:  next_state = S_W_HI_WAIT;
            S_W_HI_WAIT:   next_state = wait_done ? S_W_DONE : S_W_HI_WAIT;
            S_W_DONE:      next_state = S_IDLE;
            S_R_LO_SETUP:  next_state = S_R_LO_WAIT;
            S_R_LO_WAIT:   next_state = wait_done ? S_R_LO_SAMPLE : S_R_LO_WAIT;
            S_R_LO_SAMPLE: next_state = S_R_HI_SETUP;
            S_R_HI_SETUP:  next_state = S_R_HI_WAIT;
            S_R_HI_WAIT:   next_state = wait_done ? S_R_HI_SAMPLE : S_R_HI_WAIT;
            S_R_HI_SAMPLE: next_state = S_R_DONE;
            S_R_DONE:      next_state = S_IDLE;
            default:       next_state = S_IDLE;
        endcase
    end
endmodule
--- ./run.sh ---
#!/bin/bash
# OpenROAD 26Q1-2900-gdf79404cd8, Yosys 0.63+post, stock flow scripts
make -C /OpenROAD-flow-scripts/flow DESIGN_CONFIG=/design/flow/config.mk WORK_HOME=/design/flow/orfs finish
--- ./config.mk ---
export PLATFORM = sky130hd
export DESIGN_NAME = sram_controller
export DESIGN_NICKNAME = sram_controller
export VERILOG_FILES = /design/flow/design.v
export SDC_FILE = /design/flow/constraint.sdc
export NUM_CORES = 4
export LEC_CHECK = 1
export CORE_UTILIZATION = 30
--- ./constraint.sdc ---
current_design sram_controller

set clk_period 3.7
set clk_io_pct 0.2

create_clock -name clk0 -period $clk_period [get_ports {clk}]

set non_clock_inputs [all_inputs -no_clocks]
set_input_delay [expr $clk_period * $clk_io_pct] -clock clk0 $non_clock_inputs
set_output_delay [expr $clk_period * $clk_io_pct] -clock clk0 [all_outputs]
==> impl_metrics.csv <==
group,metric,value,unit
synth,mappedNetlistArea,4412,sq um
clock_network,cts_setup_buffers,0,
clock_network,max_root_sink_buffers,2,
floorplan,fp_util,31.30,%
status,flow.stopped_at,"clock tree synthesis",
floorplan,boundaryPins,108,
synth,syn-instance-count,323,
synth,synth_seq_share,59.08,%
synth,yosys-stat-cells,323,
clock_network,clock_tree_sinks,104,
placed_design,dpl-instance-area,5458,sq um
status,toolErrorMsg,"[error] [KeplerFormal.cpp:679] Workflow failed: Iso has multiple drivers: .data0, data[0]$_DFFE_PP0P_.Q0",
placed_design,dp_hpwl,6.542,mm
clock_network,cts-hold-fix-buffers,0,
clock_network,cts_root_buf,"sky130_fd_sc_hd__clkbuf_16",
synth,synth.yosys.warnings,6,
clock_network,cts.htree.levels,3,
status,outcome,"did not finish",
floorplan,die_w,123.3,um
synth,yosysChipArea,4412,sq um
synth,synth.distinct_cells,42,
clock_network,postCtsResizedCells,0,
clock_network,tritoncts.num_buffers,9,
placed_design,gp_congestion,0.9235,
floorplan,placement_rows,43,
placed_design,io_buffers,87,
synth,ys_ff,104,
floorplan,die_h,123.3,um
synth,syn-mean-instance-area,13.66,sq um
kinds of logic after synthesis:
group / count (synthesis) / synth area share (%)
DFF: 104 / 59.08
muxes: 66 / 19.34
and+or+nand+nor: 66 / 8.962
AOI/OAI and AO/OA: 56 / 7.402
buffers and inverters: 21 / 3.091
xor gates and xnor gates: 8 / 1.758
adders and majority gates: 1 / 0.2836
other: 1 / 0.08500
synthesized netlist by cell type, drive strengths merged:
cell | instances | area, sq um
or3 | 1 | 6.260
a21oi | 12 | 60.06
nor3 | 3 | 20.02
o22ai | 20 | 125.1
a22oi | 1 | 12.51
inv | 3 | 11.26
or2 | 1 | 6.260
nand2 | 25 | 96.35
clkbuf | 5 | 18.77
dfrtp | 101 | 2527
nor3b | 2 | 15.01
buf | 13 | 106.4
or4 | 2 | 15.01
a221oi | 1 | 8.760
xnor2 | 8 | 77.58
nand3b | 1 | 7.510
nor4 | 7 | 88.83
dfstp | 3 | 78.83
ha | 1 | 12.51
mux2i | 2 | 20.02
a311oi | 1 | 8.760
nand4 | 1 | 6.260
a211oi | 1 | 7.510
nor4b | 1 | 15.01
mux2 | 64 | 833.3
o21ai | 19 | 95.09
and3 | 1 | 6.260
o32ai | 1 | 8.760
nand3 | 9 | 55.05
and2 | 1 | 6.260
conb | 1 | 3.750
nor2 | 11 | 51.30
metrics by stage:
stage	setup slack (ns)	std cells
floorplan	0.2328	326
detailed placement	0.6323	583
global placement	0.6825	583
